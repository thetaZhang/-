--- flow/config.mk ---
export PLATFORM = sky130hd
export DESIGN_NAME = Top
export DESIGN_NICKNAME = Top
export VERILOG_FILES = /design/flow/design.v
export SDC_FILE = /design/flow/constraint.sdc
export NUM_CORES = 4
export LEC_CHECK = 1
export CORE_UTILIZATION = 50
--- flow/constraint.sdc ---
current_design Top

set clk_period 5.3
set clk_io_pct 0.2

create_clock -name clk0 -period $clk_period [get_ports {Clk}]
create_clock -name clk1 -period $clk_period [get_ports {start}]

set non_clock_inputs [all_inputs -no_clocks]
set_input_delay [expr $clk_period * $clk_io_pct] -clock clk0 $non_clock_inputs
set_output_delay [expr $clk_period * $clk_io_pct] -clock clk0 [all_outputs]
--- flow/design.v ---
`timescale 1ns / 1ps
module BinaryToBCD(
    input [13:0] Binary,
    output [15:0] BCD
    );
    reg[3:0] one,ten,hundred,thousand;
    integer i,j=0;
    always @(*)
    begin
    one=4'b0;
    ten=4'b0;
    hundred=4'b0;
    thousand=4'b0;
        for (i=13;i>=0;i=i-1) 
        begin
            if (one>=4'd5) one=one+4'd3;
            if (ten>=4'd5) ten=ten+4'd3;
            if (hundred>=4'd5) hundred=hundred+4'd3;
            if (thousand>=4'd5) thousand=thousand+4'd3;
            thousand={thousand[2:0],hundred[3]};
            hundred={hundred[2:0],ten[3]};
            ten={ten[2:0],one[3]};
            one={one[2:0],Binary[i]};
        end
    end
    assign BCD={thousand,hundred,ten,one};
endmodule
`timescale 1ns / 1ps
module Display(
    input Clk, 
    input En, 
    input [3:0] Digital1, 
    input [3:0] Digital2, 
    input [3:0] Digital3,
    input [3:0] Digital4,
    input [3:0] Digital5,
    input [3:0] Digital6,
    input [3:0] Digital7,
    input [3:0] Digital8,
    output[7:0] DigitSel,
    output [6:0] A_2_GRight4, 
    output [6:0] A_2_GLeft4 
    );
    wire DisplayClk;
    wire [1:0] Counter2bit;
    wire [3:0] dinLeft4,dinRight4;
  DisplayClock U1(.Clk(Clk),
                  .DisplayClk(DisplayClk));
  BinaryCounter2Bit U2(.Clk(DisplayClk),
                    .Counter(Counter2bit));
  SevenSegmentDisplayDecoder U3(.din(dinLeft4),
                                .A_2_G(A_2_GLeft4));
  SevenSegmentDisplayDecoder U4(.din(dinRight4),
                                .A_2_G(A_2_GRight4));                     
 DatalSelect U5(.din({Digital8,Digital7,Digital6,Digital5}), 
                .sel(Counter2bit),
                .dout(dinLeft4));
  DatalSelect U6(.din({Digital4,Digital3,Digital2,Digital1}), 
                .sel(Counter2bit),
                .dout(dinRight4));
 DigitsSelect U7(.sel(Counter2bit),
              .Enable(En),
               .DigitsSel(DigitSel[7:4]));                  
 DigitsSelect U8(.sel(Counter2bit),
              .Enable(En),
               .DigitsSel(DigitSel[3:0]));                 
 endmodule
module DisplayClock(
    input Clk,
    output DisplayClk
    );
    reg [17:0] d;
    always @(posedge Clk)
    begin
    d<=d+1;
    end
    assign DisplayClk=d[17];
endmodule
module BinaryCounter2Bit(
     input Clk,
     output reg [1:0] Counter
     );
     always @(posedge Clk)
     begin
     Counter<=Counter+1;
     end
 endmodule
 module SevenSegmentDisplayDecoder(
        input [3:0]din,
        output reg [6:0]A_2_G
        );
      always @(*)
      begin
      case(din)
      4'h0:A_2_G<=7'h3F;              
      4'h1:A_2_G<=7'h06;
      4'h2:A_2_G<=7'h5B;
      4'h3:A_2_G<=7'h4F;
      4'h4:A_2_G<=7'h66;
      4'h5:A_2_G<=7'h6D;
      4'h6:A_2_G<=7'h7D;
      4'h7:A_2_G<=7'h07;
      4'h8:A_2_G<=7'h7F;
      4'h9:A_2_G<=7'h6F;
      4'hA:A_2_G<=7'h77;
      4'hB:A_2_G<=7'h5E; 
      4'hC:A_2_G<=7'h40; 
      4'hD:A_2_G<=7'h73; 
      4'hE:A_2_G<=7'h79;
      4'hF:A_2_G<=7'h71;
      default:
      A_2_G<=7'h00;
      endcase
      end
 endmodule
 module DatalSelect(
        input [15:0]din,
        input [1:0]sel,
        output reg [3:0]dout
        );
       always @(*)
       begin
        case(sel)
        2'b00:dout=din[3:0];
        2'b01:dout=din[7:4];
        2'b10:dout=din[11:8];
        2'b11:dout=din[15:12];
        default:
        dout=0;
        endcase
       end        
  endmodule
 module  DigitsSelect(
         input [1:0]sel,
         input Enable,
         output reg [3:0]DigitsSel
         );      
        always @(*)
        begin
        if(Enable)
        begin
            case(sel)
             2'b00:DigitsSel=4'b0001;
             2'b01:DigitsSel=4'b0010;
             2'b10:DigitsSel=4'b0100;
             2'b11:DigitsSel=4'b1000;
             default
             DigitsSel=4'b0000;
             endcase
        end
        else
        DigitsSel=4'b0000;
        end
  endmodule
`timescale 1ns / 1ps
module FrequencyMeter (
    input Fxin,
    input Clk,
    output [15:0] Frequency
    );
    wire Gate_Signal;
    reg[13:0] Wave_Count=14'b0;
    reg[13:0] BinaryFrequency=14'b0;
    reg rst=1'b0;
    always @(posedge Fxin or posedge rst) 
    begin
        if (rst)
        begin
            Wave_Count<=14'b0;
            rst<=~rst;
        end
        else 
        begin
        if (Gate_Signal==1)
            Wave_Count<=Wave_Count+14'b1;        
        else if (Gate_Signal==0)
            Wave_Count<=14'b0;
        end
    end
    always @(negedge Gate_Signal)
    begin
        BinaryFrequency<=Wave_Count;
        rst<=~rst;
    end
    GateSignal myGateSignal (
        .Clk(Clk),
        .Gate_Signal(Gate_Signal));
    BinaryToBCD myBinaryToBCD (
        .Binary(BinaryFrequency),
        .BCD(Frequency));
endmodule
`timescale 1ns / 1ps
module GateSignal (
    input Clk,
    output reg Gate_Signal
    );
    reg[27:0] Clk_Count;
    always @(posedge Clk)    
    begin
        if (Clk_Count>=27'd100000000) 
            begin
                Clk_Count<=28'b0;
                Gate_Signal<=~Gate_Signal;
            end
        else
            Clk_Count<=Clk_Count+28'b1;
    end
endmodule
`timescale 1ns / 1ps
module SignalGenerator(
    input Clk,
    input [2:0] ControlFrequency,
    input [2:0] ControlPeriodic,
    input [1:0] ControlDuty,
    output SignalOutFrequency,
    output SignalOutPeridic,
    output SignalOutDuty
    );
    reg [17:0]dF;
    reg [18:0]dP;
    reg [17:0]dD;
    reg duty;
    always @(posedge Clk)
    begin
    if(dF[17])
    dF<=0;
    else
    dF<=dF+ControlFrequency;
    end
    assign SignalOutFrequency=dF[16];
    always @(posedge Clk)
    begin
    if(dP[18])
    dP<=0;
    else
    dP<=dP+ControlPeriodic;
    end
    assign SignalOutPeridic=dP[17];
    always @(posedge Clk)
    begin
    if(dD[17])
    dD<=0;
    else 
    begin
    dD<=1+dD;
       if(dD<{ControlDuty,14'b10_0000_0000_0000})
        duty<=1;
        else
        duty<=0;
       end
     end
    assign SignalOutDuty=duty;
endmodule
`timescale 1ns / 1ps
module Top(
    input Clk, 
    input En, 
  input start,
    input [7:0]sw,
    output [6:0] A_2_GRight4,  
    output [6:0] A_2_GLeft4, 
    output [7:0] DigitalSel, 
    output DpLeft, 
    output DpRight 
    );
    reg [31:0]Number=32'h31910129;     
    wire Fxin,Pxin,Dxin;
    wire [15:0]Frequency;
    reg st_en=1'b0;
    assign DpRight=DigitalSel[3];
    always @(posedge start) 
    begin
        st_en<=1'b1;
    end
    always @(Frequency)
    begin
        if (st_en)
        begin
        Number[15:0]<=Frequency;
        Number[31:16]<=16'hFFFF;
        end
    end
    Display myDisplay(.Clk(Clk),    
                      .En(1), 
                      .Digital1(Number[3:0]),
                      .Digital2(Number[7:4]),
                      .Digital3(Number[11:8]),
                      .Digital4(Number[15:12]),
                      .Digital5(Number[19:16]),
                      .Digital6(Number[23:20]),
                      .Digital7(Number[27:24]),
                      .Digital8(Number[31:28]),
                      .DigitSel(DigitalSel),
                      .A_2_GRight4(A_2_GRight4),
                      .A_2_GLeft4(A_2_GLeft4));
    FrequencyMeter U10(.Fxin(Fxin),
                    .Clk(Clk), 
                    .Frequency(Frequency));
    SignalGenerator U11(.Clk(Clk),
                    .ControlFrequency(sw[7:5]), 
                    .ControlPeriodic(sw[4:2]), 
                    .ControlDuty(sw[1:0]), 
                    .SignalOutFrequency(Fxin), 
                    .SignalOutPeridic(Pxin), 
                    .SignalOutDuty(Dxin)); 
endmodule
--- flow/run.sh ---
#!/bin/bash
# OpenROAD 26Q1-2900-gdf79404cd8, Yosys 0.63+post, stock flow scripts
make -C /OpenROAD-flow-scripts/flow DESIGN_CONFIG=/design/flow/config.mk WORK_HOME=/design/flow/orfs finish
==> ci_impl_report.md <==
### Flow metrics

| Metric | Value |
|---|---|
| Synth area leader | `dfxtp_1` |
| Last step reached | `synthesis` |
| Flops out of synthesis | `115` |
| FFs w/ async S/R, synth | `about an eighth` |
| Synth cell types | `101` |
| Post-synth EDFFs | `1` |
| Error | `ERROR: Found 1 problems in 'check -assert'.` |
| Area leader share | `around a fifth` |
| Status | `did not finish` |
| Synth area leaders | `dfxtp_1, ha_1, nor2_1, xnor2_1, dfrtp_1` |
| Yosys stat chip area | `roughly 8000 µm²` |
| # Cells Yosys | `980` |
| Ys Warns | `11` |
| Main flop type | `dfxtp_1` |
cell usage after synthesis, drive strengths merged (23+ instances only):
cell    instances
o21ai          47
a21oi          49
nand2          82
nand3          47
xor2           36
ha             44
nor2          102
nor3           27
inv            49
xnor2          45
clkbuf         28
dfxtp          82
and3           23
cells by family after synthesis:
family,after synthesis,synth area share [%]
xor gates and xnor gates,82,9.38
DFF,97,25.4
adders and majority gates,46,7.29
other,2,0.0943
latches,18,3.39
buffers and inverters,94,4.93
and+or+nand+nor,368,22.6
muxes,31,4.26
AOI/OAI and AO/OA,242,22.6
